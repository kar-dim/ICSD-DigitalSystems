==> flow/design.v <==
module decoder_4to16(
    input [0:3]in,  
    output [0:15]out  
);
wire not_in0;
wire not_in1;
wire not_in2;
wire not_in3;
not(not_in0, in[0]);
not(not_in1, in[1]);
not(not_in2, in[2]);
not(not_in3, in[3]);
and(out[15], not_in3, not_in2, not_in1, not_in0);
and(out[14], not_in1, not_in2, not_in3, in[0]);
and(out[13], not_in0, not_in2, not_in3, in[1]);
and(out[12], not_in2, not_in3, in[0], in[1]);
and(out[11], not_in0, not_in1, not_in3, in[2]);
and(out[10], not_in1, not_in3, in[0], in[2]);
and(out[9], not_in0, not_in3, in[1], in[2]);
and(out[8], not_in3, in[0], in[1], in[2]);
and(out[7], not_in0, not_in1, not_in2, in[3]);
and(out[6], not_in1, not_in2, in[0], in[3]);
and(out[5], not_in0, not_in2, in[1], in[3]);
and(out[4], not_in2, in[0], in[1], in[3]);
and(out[3], not_in0, not_in1, in[2], in[3]);
and(out[2], not_in1, in[0], in[2], in[3]);
and(out[1], not_in0, in[1], in[2], in[3]);
and(out[0], in[0], in[1], in[2], in[3]);
endmodule
==> flow/run.sh <==
#!/bin/bash
# OpenROAD 26Q1-2900-gdf79404cd8, Yosys 0.63+post, stock flow scripts
make -C /OpenROAD-flow-scripts/flow DESIGN_CONFIG=/design/flow/config.mk WORK_HOME=/design/flow/orfs finish
==> flow/config.mk <==
export PLATFORM = sky130hd
export DESIGN_NAME = decoder_4to16
export DESIGN_NICKNAME = decoder_4to16
export VERILOG_FILES = /design/flow/design.v
export SDC_FILE = /design/flow/constraint.sdc
export NUM_CORES = 4
export LEC_CHECK = 1
export CORE_AREA = 10 10 70 70
export DIE_AREA = 0 0 80 80
==> flow/constraint.sdc <==
current_design decoder_4to16

set clk_period 1.0
set clk_io_pct 0.2

create_clock -name clk0 -period $clk_period

set non_clock_inputs [all_inputs -no_clocks]
set_input_delay [expr $clk_period * $clk_io_pct] -clock clk0 $non_clock_inputs
set_output_delay [expr $clk_period * $clk_io_pct] -clock clk0 [all_outputs]
==> results.cfg <==
; implementation run metrics
[run_status]
run_status = finished with violations
violations = negative setup slack

[finish]
comb_area_sq_um = 209.0
instances_no_fill = 103
lay_top_count = buf_2
fillerInstances = 374
fin_area_sq_um = 653.1
seq_area_sq_um = 0
lay_top_cells = buf_2 (15), buf_6 (13), buf_8 (5), buf_4 (5)
nClkBuffers = 0
drive_gt1_frac = 0.8596
syn_to_final_growth_pct = 182.2
flops = 0

[floorplan]
die_h_microns = 80
ios = 20
num_rows = 21
die_area_sq_um = 6400
fp-utilization = 0.06777
core_area_sq_um = 3416
die_w_microns = 80

[detailed_routing]
drc = 0
dr_total_vias = 337
insertedDiodeCount = 0
dr.first_iter.drc_count = 4
detail_route.first_pass.iterations = 2
drt-total-wl_microns = 1195
wl_per_cell_microns = 11.60
vias_per_cell = 3.272
ant_nets = 0

[job]
tool_warnings = 34
drv_cap = 0

[placed_design]
dpl_cell_area_sq_um = 509.2
place.gp.congestion = 0.6299
dp_hpwl_microns = 733.2
io_buffers = 20
placed_cells = 88

[grt]
antenna_found_initial = 0
grt_pass1_vias = 322
grt_max_degree = 9
grt.overflow.total = 0
grt_first_pass_wirelength_microns = 1849
grt_use_total = 0.03533

[synthesis]
ys_seq_share = 0
yosys_area_sq_um = 231.5
synthCells = 20
ys_types = 9
yosys_warnings = 0
avgSynthCellArea_sq_um = 11.57
syn-cell-area_sq_um = 231.5
ys_cells = 20

[sta]
tightestPinTransition_ns = 0.1853
max_freq_ghz = 0.8862
drv_slew = 0
rsz0062_at_grt = true
timing.slew.headroom = 0.8761
finalWorstSetupSlack_ns = -0.1284
hold_viol_final = 0
fin_crit_sh = 1.128
setup_viol = 14
finalSetupTns_ns = -1.068
finalCriticalPeriod_ns = 1.128

[worst_hold_path]
worstHoldPathType = input port to output pin
whs_path_depth = 3

[cts]
ctsHoldBuffers = 0

[worst_setup_path]
worstSetupPathType = input port to output pin
cp-end-kind = output pin
crit_arrival_ns = 0.93
crit_fanout = 6
startpoint_type = input port
required_ns = 0.80

[power_and_ir_drop]
p_leak_nw = 0.3249
peakVddDrop_uv = 60.89
power_w = 0.0002111
p_per_area_nw_per_um2 = 323.2
metrics by stage:
stage | setup slack (ns) | util | hold slack, ns
global placement | -0.9024 | 0.1491 | 1.388
CTS | -0.1656 | 0.1784 | 0.6434
detailed placement | -0.8257 | 0.1491 | 1.382
finish | -0.1284 | 0.1912 | 0.6388
global route | -0.1794 | 0.1912 | 0.6582
floorplan | 0.2643 | - | 0.4127
cell type report:
| type | instances | area share |
|---|---|---|
| well taps | 46 | 0.08812 |
| repair buffers | 41 | 0.5920 |
| multi-input cells | 16 | 0.3199 |
timing repair:
item / 4_1_cts / 5_1_grt
gates resized: 89 / 6
setup buffers: 9 / 3
pin swaps: 7 / 4
gates cloned: 3 / 0
setup endpoints to repair: 16 / 14
report_power, final:
group	switching [W]	internal [W]
clock	0	0
sequential	0	0
combinational	0.0000688	0.000142
total	0.0000688	0.000142
worst paths after layout:
kind / from / slack [ns] / end
hold / removal: in[0] / 0.64 / out[3]
setup / recovery: in[2] / -0.13 / out[14]
logic make-up after synthesis:
family	share of synthesized area
and+or+nand+nor	0.8379
buffers and inverters	0.1621
synth_stat cells:
library cell	instances	area [sq um]
buf_6	2	22.52
and4bb_1	3	37.54
nor4bb_1	1	10.01
nor4b_2	4	60.06
and4_1	1	8.760
buf_4	2	15.01
and4b_1	4	40.04
nor4_2	1	12.51
and4bb_2	2	25.02
metal layers:
layer | vias up | GRT usage | part of all wire
li1 | 165 | - | -
met1 | 156 | 0.05405 | 0.50
met2 | 16 | 0.04334 | 0.35
met3 | 0 | 0.01932 | 0.15
met4 | 0 | 0 | 0
met5 | - | 0 | 0
worst max-delay path, cell delays in order:
cell and delay (ns):
buf_8 0.10, buf_6 0.12, buf_6 0.12, nor4b_2 0.25, buf_2 0.13
