$ cat flow/constraint.sdc
current_design fibonacci_behavioural

set clk_period 4.2
set clk_io_pct 0.2

create_clock -name clk0 -period $clk_period [get_ports {clk}]

set non_clock_inputs [all_inputs -no_clocks]
set_input_delay [expr $clk_period * $clk_io_pct] -clock clk0 $non_clock_inputs
set_output_delay [expr $clk_period * $clk_io_pct] -clock clk0 [all_outputs]
$ cat flow/run.sh
#!/bin/bash
# OpenROAD 26Q1-2900-gdf79404cd8, Yosys 0.63+post, stock flow scripts
make -C /OpenROAD-flow-scripts/flow DESIGN_CONFIG=/design/flow/config.mk WORK_HOME=/design/flow/orfs finish
$ cat flow/config.mk
export PLATFORM = sky130hd
export DESIGN_NAME = fibonacci_behavioural
export DESIGN_NICKNAME = fibonacci_behavioural
export VERILOG_FILES = /design/flow/design.v
export SDC_FILE = /design/flow/constraint.sdc
export NUM_CORES = 4
export LEC_CHECK = 1
export CORE_AREA = 10 10 81 81
export DIE_AREA = 0 0 91 91
$ cat flow/design.v
module fibonacci_behavioural(
    input clk,
    input reset,
    output [7:0]out
);
reg[7:0] prev;
reg[7:0] cur;
assign out = prev;  
always @(posedge clk or posedge reset) begin
    if (reset) begin
        prev <= 8'b00000000;
        cur <= 8'b00000001;
    end
    else begin
       prev <= cur;
       cur <= prev + cur;
    end
  end
endmodule
==> notes.md <==
The implementation run finished. The stat command in Yosys gives a chip area of 737.0 um2. The number of antenna violations at the first check in global routing came to 0. Before placement the cells fill 15.30% of the core.

Setup slack at placement landed at 2.484 ns. In the synthesized netlist, the number of instances is 59. Per the CTS log, the maximum H-tree level is 1. Area share of the leading cell type in the synthesized netlist landed at 50.93%.

Looking at the reg2reg group, the worst path ends at cur[6]$_DFF_PP0_. Time the final worst path needs with I/O delays and setup landed at 1.938 ns. The count of nets left with antenna violations once routing finished came out at 0. Pins over their slew limit in the final report were tallied at 0. Counting both buffers and inverters, the worst setup path holds a total of 1. Max-cap check violation count landed at 0. Area of the die landed at 0.008281 mm2. Clock insertion delay at the later pin of the skew report landed at 0.24 ns. All stages included, the depth of the critical timing path comes to 1. Total number of vias landed at 471.

Data on the critical path arrives at its endpoint at 1.10 ns. Detail-routed net length per standard cell landed at 8.842 um. The run finished with clean final reports. Post-route clock period utilization landed at 46.15%. The highest clock rate this design can be run at is 515.9 MHz. The critical path ends at out[1]. Count of instances resized after the clock tree is built landed at 0. Per the repair_timing log after CTS, setup buffers inserted total 0. Counting the buffers created by CTS gives 3. For this run, the total global-route usage over all layers was measured as 3.310%.

Largest net degree at the start of global routing landed at 17. Stage delay of the slowest cell on the critical path landed at 0.49 ns. Each instance of the synthesized netlist takes up on average 12.49 um2.

The number of global-route vias before repair was 472. For this block, the routed nets add up to 1.229 mm of wire. The worst setup path is launched from a flip-flop. The warning tally printed by Yosys for this design is 1.

Number of cells on the worst reg-to-reg path landed at 6. The synthesis report lists the most area-consuming cells as dfrtp_1, ha_1, dfstp_2. CTS placed an instance of clkbuf_8 at the clock tree root. The script logs the ratio of routed vias to standard cells as 3.388. Data required time of the worst path landed at 3.36 ns.

Sequential cells were found to cover 54.50% of the synthesized design area. Leakage power landed at 0.0004374 uW. Slew at the pin with the worst max-slew slack landed at 0.5963 ns. Setup repair after global routing left no endpoint under its margin. Maximum buffer depth of the clock tree landed at 2. Worst hold slack landed at 0.3771 ns. The worst path meets setup with 2.262 ns of slack.

Hold repair after CTS inserted 0 buffers. The synthesis stat section lists a flop and latch total of 16. Yosys instantiated no cell more often than dfrtp_1. Setup slack on the worst flop-to-flop path landed at 2.47 ns. The critical path is of the flip-flop to output pin type. Final core utilization landed at 19.84%. The critical path goes through clkdlybuf4s50_1.

Power spread over the standard cell area amounts to 285.6 mW/mm2. Setup TNS after final layout landed at 0 ns. CTS sink count landed at 16.

For this run, the detailed router's first-pass iteration total came to 2. The final report lists the setup-violating endpoint count as 0. The type recorded for the worst min-delay path is flip-flop to flip-flop. Die span in y landed at 91 um. Core area landed at 0.004817 mm2.

Routability-driven placement finished with a final weighted congestion of 0.8144. Before any placement, the netlist area is recorded as 737.0 um2. STA classifies the critical path endpoint as an output pin.

The biggest area contributor in the post-synthesis netlist is dfrtp_1. Violation tally from detailed-route iteration zero landed at 3. Yosys mapped the design onto 25 distinct sky130hd cell types. Post-CTS clock slew at the launch and capture registers of the worst setup and hold paths landed at 0.06 ns. By count the netlist is led by dfrtp_1, ha_1, inv_1, a21oi_1, o211ai_1. Number of fillers in the final layout landed at 522. Horizontal extent of the die landed at 91 um. The commonest register cell is dfrtp_1. Fraction of synthesis flops using an asynchronous set or reset pin landed at 100.0%. Maximum fanout along the worst path landed at 3.

The slowest stage of the critical path is the clkdlybuf4s50_1 cell. Fraction of final layout cells with drive strength greater than 1 landed at 6.944%. Grouping stages by cell kind, the critical path spends the most delay in buffers and inverters. Across the routed clock network, the largest skew measured is 0.002209 ns. Counting endpoints that fail hold in the final report gives 0.

Number of enable flip-flop cells landed at 0. Antenna diode count landed at 0. IR analysis of the VDD net gives a maximum drop of 99.43 uV. In this run the core area contains 25 standard-cell rows. Warnings raised by the tools during the run amount to 25. Global-route wire length before repair landed at 2.256 mm. Final routed DRC violation total landed at 0. In this run the critical register-to-register path is launched from cur[0]$_DFF_PP1_. The max-slew check reports its worst relative slack as 60.20%. The launch point of the critical path was reported as prev[1]$_DFF_PP0_. Boundary pin count landed at 10. Note, the detailed placer reported a final HPWL of 943.6 um. TritonCTS built the clock tree.

Compared with the post-synthesis result, the final layout area differs by 29.71%. Yosys stat counts 59 cells in the synthesized netlist. The global route stage reports its total congestion overflow as 0. The buffer_ports step reported a buffer count of 9.
[metrics by stage]
step / cells / instance area [um2] / total power, uW
5_1_grt: 139 / 955.9 / 290.2
3_5_place_dp: 135 / 910.9 / 161.1
6_report: 139 / 955.9 / 273.1
3_3_place_gp: 135 / 910.9 / 161.0
4_1_cts: 139 / 955.9 / 278.0
2_1_floorplan: 59 / 737.0 / 159.3
[metal layers]
layer  GRT usage, %  vias up  wire [um]
li1               -      243          -
met1          4.857      218        642
met2          4.117       10        460
met3          2.158        0        126
met4         0.1305        0          0
met5              0        -          0
[registers in the layout, indices dropped and copies added, names as in the netlist]
signal and flops:
cur 8, prev 8
[cell families (layout without fill, tap and decap cells)]
family	Yosys count	in the layout	synth area share, %
fa+ha+maj	8	8	14.60
flops	16	16	54.50
simple gates	7	7	6.281
compound gates	18	18	16.81
xor+xnor	4	4	4.755
buf+inv	6	19	3.056
[worst min path at each step]
stage / startpoint / endpoint / slack (ns) / cells after the start
CTS: cur[4]$_DFF_PP0_ / prev[4]$_DFF_PP0_ / 0.38 / 0
global route: cur[3]$_DFF_PP0_ / prev[3]$_DFF_PP0_ / 0.39 / 0
finish: cur[4]$_DFF_PP0_ / prev[4]$_DFF_PP0_ / 0.38 / 0
[final cells by class]
cell class	instances	area, um2	share of cell area, %
flip-flops and latches	16	401.6	42.02
multi-input cells	37	312.8	32.72
repair buffers	9	90.09	9.424
well taps	67	83.83	8.770
clock buffers	4	45.04	4.712
inverters	6	22.52	2.356
[worst reg2reg max path: cells and delay by family, from the launching register on]
kind | cells | cell delay [ns]
adder cells (fa/ha/maj) | 2 | 0.61
buffers and inverters | 1 | 0.06
AND/OR/NAND/NOR | 1 | 0.15
flip-flops | 1 | 0.53
AND-OR/OR-AND | 2 | 0.25
[power breakdown]
group / total [uW] / switching (uW) / internal, uW
sequential: 154 / 0 / 154
clock: 115 / 47.9 / 67.1
combinational: 3.81 / 2.94 / 0.866
total: 273 / 50.9 / 222
[layout by cell type (no fill, tap or decap)]
cell type / count
dfrtp_1: 15
clkdlybuf4s50_1: 9
ha_1: 7
inv_1: 6
a21oi_1: 5
o211ai_1: 3
clkbuf_8: 3
xor2_1: 2
o21ai_0: 2
xnor2_1: 2
a211oi_1: 1
nand2_1: 1
nor3_1: 1
o2bb2ai_1: 1
nor2b_4: 1
o21a_1: 1
o31a_1: 1
nand2b_1: 1
nor2b_1: 1
o311ai_0: 1
nor3b_1: 1
a221oi_1: 1
o311ai_1: 1
nor2_1: 1
a21o_1: 1
fa_1: 1
clkbuf_1: 1
dfstp_2: 1
Power figures rest on the tool's default switching activity, not on a simulated workload.
